==> design.v <==
module abValMod
				(
				input  signed [23:0] i,
				output signed [23:0] o
				);
  assign o = i[23] ? -i : i;
endmodule
module sadMod
			( 
				input  [7:0] romAdata01,romAdata02,romAdata03,romAdata04,romAdata05,romAdata06,romAdata07,romAdata08,romAdata09,romAdata10,romAdata11,romAdata12,romAdata13,romAdata14,romAdata15,romAdata16,
				input  [7:0] romBdata01,romBdata02,romBdata03,romBdata04,romBdata05,romBdata06,romBdata07,romBdata08,romBdata09,romBdata10,romBdata11,romBdata12,romBdata13,romBdata14,romBdata15,romBdata16,
				output [23:0] sad
			);
	wire signed [23:0] diff01,diff02,diff03,diff04,diff05,diff06,diff07,diff08,diff09,diff10,diff11,diff12,diff13,diff14,diff15,diff16;
	wire signed [23:0] abVal01,abVal02,abVal03,abVal04,abVal05,abVal06,abVal07,abVal08,abVal09,abVal10,abVal11,abVal12,abVal13,abVal14,abVal15,abVal16;
	abValMod abValMod01 (diff01,abVal01);
	abValMod abValMod02 (diff02,abVal02);
	abValMod abValMod03 (diff03,abVal03);
	abValMod abValMod04 (diff04,abVal04);
	abValMod abValMod05 (diff05,abVal05);
	abValMod abValMod06 (diff06,abVal06);
	abValMod abValMod07 (diff07,abVal07);
	abValMod abValMod08 (diff08,abVal08);
	abValMod abValMod09 (diff09,abVal09);
	abValMod abValMod10 (diff10,abVal10);
	abValMod abValMod11 (diff11,abVal11);
	abValMod abValMod12 (diff12,abVal12);
	abValMod abValMod13 (diff13,abVal13);
	abValMod abValMod14 (diff14,abVal14);
	abValMod abValMod15 (diff15,abVal15);
	abValMod abValMod16 (diff16,abVal16);
	assign diff01 = romAdata01 - romBdata01;
	assign diff02 = romAdata02 - romBdata02;
	assign diff03 = romAdata03 - romBdata03;
	assign diff04 = romAdata04 - romBdata04;
	assign diff05 = romAdata05 - romBdata05;
	assign diff06 = romAdata06 - romBdata06;
	assign diff07 = romAdata07 - romBdata07;
	assign diff08 = romAdata08 - romBdata08;
	assign diff09 = romAdata09 - romBdata09;
	assign diff10 = romAdata10 - romBdata10;
	assign diff11 = romAdata11 - romBdata11;
	assign diff12 = romAdata12 - romBdata12;
	assign diff13 = romAdata13 - romBdata13;
	assign diff14 = romAdata14 - romBdata14;
	assign diff15 = romAdata15 - romBdata15;
	assign diff16 = romAdata16 - romBdata16;
	assign sad = (abVal01 + abVal02 + abVal03 + abVal04 + abVal05 + abVal06 + abVal07 + abVal08 + abVal09 + abVal10 + abVal11 + abVal12 + abVal13 + abVal14 + abVal15 + abVal16);
endmodule
==> run.sh <==
#!/bin/bash
# OpenROAD 26Q1-2900-gdf79404cd8, Yosys 0.63+post, stock flow scripts
make -C /OpenROAD-flow-scripts/flow DESIGN_CONFIG=/design/flow/config.mk WORK_HOME=/design/flow/orfs finish
==> config.mk <==
export PLATFORM = sky130hd
export DESIGN_NAME = sadMod
export DESIGN_NICKNAME = sadMod
export VERILOG_FILES = /design/flow/design.v
export SDC_FILE = /design/flow/constraint.sdc
export NUM_CORES = 4
export LEC_CHECK = 1
export CORE_UTILIZATION = 50
==> constraint.sdc <==
current_design sadMod

set clk_period 23.2
set clk_io_pct 0.2

create_clock -name clk0 -period $clk_period

set non_clock_inputs [all_inputs -no_clocks]
set_input_delay [expr $clk_period * $clk_io_pct] -clock clk0 $non_clock_inputs
set_output_delay [expr $clk_period * $clk_io_pct] -clock clk0 [all_outputs]
==> flow_summary.json <==
{
  "run_status": "completed",
  "crit_required_ns": 18.56,
  "chip_height_um": 180,
  "chip_area_um2": 32400,
  "timing.critical_path.to_type": "output pin",
  "yosys.cell_types.count": 56,
  "detailed_place_hpwl_um": 30500,
  "grt_pass1_wl_um": 56600,
  "clkbuf_count": 0,
  "synth_cells": 1827,
  "postLayoutCoreUtil_pct": 63.9,
  "totalWireLength_um": 32200,
  "cp.arrival_ns": 12.78,
  "critPathKind": "in -> out",
  "sequential_cell_area_um2": 0,
  "final.min_clock_period_ns": 17.42,
  "detail_route.antenna_diodes": 0,
  "worstPathBufferInverterCount": 8,
  "grt_start_max_net_pins": 9,
  "report.final.slew_viol_count": 0,
  "layout-area-overhead-vs-synth_pct": 24.6,
  "total_core_area_um2": 30900,
  "post_cts_resize_count": 0,
  "final.setup.tns_ns": 0,
  "layout.cells.most_common": "sky130_fd_sc_hd__inv_1",
  "crit_slowest_cell": "sky130_fd_sc_hd__or4_1",
  "num_vias": 12300,
  "port_buffers": 270,
  "worst_slew_margin_rel_pct": 65.7,
  "number_of_endpoints_with_negative_hold_slack_in_the_final_report": 0,
  "achievable-frequency_ghz": 0.0574,
  "ctsHoldBuffers": 0,
  "die_x_um": 180,
  "layout.cell_area.non_filler_um2": 19700,
  "gp_congestion": 0.925,
  "numSequentialCells": 0,
  "grt_overflow": 0,
  "post_synth_instance_area_um2": 15800,
  "yosys_area_um2": 15800,
  "most_common_logic_cells_in_the_final_layout": "sky130_fd_sc_hd__inv_1 (517), sky130_fd_sc_hd__fa_1 (318), sky130_fd_sc_hd__clkdlybuf4s50_1 (270), sky130_fd_sc_hd__conb_1 (197), sky130_fd_sc_hd__ha_1 (175)",
  "antenna_left": 0,
  "postCtsSetupBuffers": 0,
  "via_count_of_the_first_global_routing_pass": 12600,
  "yosysWarningCount": 0,
  "warnings": 35,
  "syn_avg_cell_area_um2": 8.67,
  "initialDrtViolationCount": 269,
  "place_area_um2": 19700,
  "worst_hold_path_type": "in -> out",
  "drive_gt1_share_pct": 0.919,
  "placed_cells_incl_taps": 2680,
  "cell_with_the_most_instances_on_the_worst_path": "sky130_fd_sc_hd__fa_1",
  "worstPathMaxFanout": 8,
  "avgViaCountPerCell": 4.57,
  "worst_pin_slew_ns": 0.510,
  "drt-wirelength-per-cell_um": 12.0,
  "post-route-drc-count": 0,
  "final-instance-count-excl-fill": 2680,
  "cp-start-kind": "input port",
  "timing.final.setup_violations": 0,
  "grt.total_usage_pct": 22.5,
  "path_delay_family": "adder cells",
  "fp_util_pct": 51.3,
  "yosysCellCount": 1827,
  "grt_antenna_before_repair": 0,
  "core.rowCount": 64,
  "timing.critical_path.slowest_cell_delay_ns": 0.58,
  "min_period_over_period_pct": 75.1,
  "cap_violations": 0,
  "boundaryPins": 280,
  "number_of_search_and_repair_iterations_in_the_first_detailed_routing_pass": 4,
  "rsz_0062_raised_after_global_routing": "false",
  "seq_share_synth_pct": 0
}
## synthesized netlist by cell type, drive strengths merged, types with 2 or more instances
cell	number	area share (%)
nor2	122	2.9
o31a	20	1.1
o21a	43	2.0
o21bai	25	1.2
nand4	4	0.16
nand2	19	0.45
nor3	29	0.92
a21o	31	1.5
and3b	3	0.17
o211ai	6	0.35
clkbuf	8	0.19
mux2i	3	0.19
ha	175	14
a31oi	15	0.59
conb	2	0.047
xnor2	132	7.3
or4	6	0.31
fa	318	40
nor3b	10	0.47
inv	517	12
nor4	7	0.28
nand3	5	0.16
o41ai	2	0.11
or2	2	0.079
a21boi	6	0.28
nand2b	25	0.99
o21ai	57	1.8
a211oi	3	0.14
nor2b	34	1.3
or3	9	0.36
xor2	62	3.4
a21oi	97	3.1
mux2	12	0.85
## metal layers
layer  GRT usage [%]  up-vias  share of wire [%]
li1                -     6378                  -
met1            35.2     5557                 47
met2            33.7      310                 44
met3            7.12       12                8.5
met4            1.68        0               0.98
met5               0        -                  0
## final timing paths
path | cells after the start | slack [ns] | from | to
worst max-delay path | 31 | 5.78 | romBdata10[0] | sad[12]
worst min-delay path | 6 | 10.72 | romAdata16[0] | sad[0]
## final cells by class
class,instances,area [um^2]
fillers,2670,11200
well taps,396,495
repair buffers,270,2700
multi-input cells,1497,14600
inverters,517,1940
## stage by stage
step | worst slack, ns | hold slack [ns]
2_1_floorplan | 7.12 | 9.66
3_3_place_gp | 5.76 | 10.73
3_5_place_dp | 5.69 | 10.72
4_1_cts | 5.69 | 10.73
5_1_grt | 5.27 | 10.76
6_report | 5.78 | 10.72
## tightest hold or removal path: cells and delay by family
kind	cells	cell delay, ns
buffers and inverters	4	0.96
adders and majority gates	2	0.49
## logic make-up after synthesis
group,share of synthesized area (%)
AOI/OAI and AO/OA,12.7
xor gates and xnor gates,10.7
adders and majority gates,54.0
buffers and inverters,12.4
muxes,1.04
other,0.0474
and+or+nand+nor,9.02
