==> /design/flow/run.sh <==
#!/bin/bash
# OpenROAD 26Q1-2900-gdf79404cd8, Yosys 0.63+post, stock flow scripts
make -C /OpenROAD-flow-scripts/flow DESIGN_CONFIG=/design/flow/config.mk WORK_HOME=/design/flow/orfs finish
==> /design/flow/config.mk <==
export PLATFORM = sky130hd
export DESIGN_NAME = sadComparatorMod
export DESIGN_NICKNAME = sadComparatorMod
export VERILOG_FILES = /design/flow/design.v
export SDC_FILE = /design/flow/constraint.sdc
export NUM_CORES = 4
export LEC_CHECK = 1
export CORE_UTILIZATION = 30
==> /design/flow/constraint.sdc <==
current_design sadComparatorMod

set clk_period 10.6
set clk_io_pct 0.2

create_clock -name clk0 -period $clk_period [get_ports {clk}]

set non_clock_inputs [all_inputs -no_clocks]
set_input_delay [expr $clk_period * $clk_io_pct] -clock clk0 $non_clock_inputs
set_output_delay [expr $clk_period * $clk_io_pct] -clock clk0 [all_outputs]
==> /design/flow/design.v <==
module sadComparatorMod( 
						input clk,
						input [23:0] sad,
						input [3:0] selROMa, selROMb,
						output [23:0] smallSAD, largeSAD,
						output [3:0] smallSADIndexA, smallSADIndexB, largeSADIndexA, largeSADIndexB
						);
	reg [23:0] smallSAD_reg = 8388607;
	reg [3:0] smallSADIndexA_reg;
	reg [3:0] smallSADIndexB_reg;
	always@(posedge clk)
		begin
			if(sad < smallSAD_reg)
				begin
					smallSAD_reg = sad;
					smallSADIndexA_reg = selROMa + 1;
					smallSADIndexB_reg = selROMb + 1;
				end
		end
	reg [23:0] largeSAD_reg = 0;
	reg [3:0] largeSADIndexA_reg;
	reg [3:0] largeSADIndexB_reg;
	always@(posedge clk)
		begin
			if(sad > largeSAD_reg)
				begin
					largeSAD_reg = sad;
					largeSADIndexA_reg = selROMa + 1;
					largeSADIndexB_reg = selROMb + 1;
				end
		end
	assign smallSAD = smallSAD_reg;
	assign largeSAD = largeSAD_reg;
	assign smallSADIndexA = smallSADIndexA_reg;
	assign smallSADIndexB = smallSADIndexB_reg;
	assign largeSADIndexA = largeSADIndexA_reg ; 
	assign largeSADIndexB = largeSADIndexB_reg; 
endmodule
==> summary.txt <==
Purpose: to document the outcome of synthesis and place and route.

Floorplanning
The core outline area is 0.01028 mm². For this configuration, the core starts out at a cell density of 30.90%. The count of boundary I/O pins is 97. From left edge to right edge, the die measures 104.9 µm. Measured along the y axis, the die boundary spans 104.9 µm. The chip area is 0.01100 mm². In this run the core area contains 37 standard-cell rows.

Drt
The routed layout has 2150 vias. The violation tally recorded at the end of detailed-routing iteration 0 is 74. In the log, the iteration count for the first detailed-route pass is 4.

Nets still carrying antenna violations after routing amount to 0. Summed over all nets, wire length on met3 after detailed routing comes to 626 µm. The routed layout reports a DRC error count of 0. In the detailed route, the total length drawn on met2 is 2865 µm.

The uppermost signal routing layer after detailed routing is met4. The wire length on met1 is 3144 µm. The routed length per instance is 13.75 µm. Per the detailed-route log, wirelength across all metal layers totals 6736 µm. The routed via count divided by cell count is 4.388. The count of inserted antenna diode cells is 0.

Placed design
Detailed placement ended at an HPWL of 5206 µm. Per the gpl log, the routability congestion estimate is 0.7735. Counting tap cells, the placed design contains a total of 474 instances.

The placement report lists the number of port buffers as 96. The worst setup slack before clock tree synthesis is 5.537 ns.

Logic synthesis
The number of enable flip-flop cells is 64. The synthesis report gives the async set-or-reset register share as 0%. The number of warning messages in the yosys log is 1. The cell count after synthesis is 240. Each instance of the synthesized netlist takes up on average 13.23 µm².

The synthesized area is 0.003176 mm². The main area contributors are sky130_fd_sc_hd__edfxtp_1 61%, sky130_fd_sc_hd__ha_1 19%, sky130_fd_sc_hd__inv_1 5.9%. The post-synthesis sequential element count is 64.

The largest total area in the synthesized netlist belongs to sky130_fd_sc_hd__edfxtp_1. In this run the biggest area consumer among cell types represents 60.52% of the synthesized area. By instance count, the leading cell after synthesis is sky130_fd_sc_hd__edfxtp_1. In the synthesized netlist the dominant register cell turns out to be sky130_fd_sc_hd__edfxtp_1.

The sequential element share of the synthesized area is 60.52%. The count of distinct cell types in the synthesized netlist is 23. Sorting the synthesized cells by how often they occur yields 64 x sky130_fd_sc_hd__edfxtp_1, 50 x sky130_fd_sc_hd__inv_1, 49 x sky130_fd_sc_hd__ha_1. In the synthesis report, Yosys lists the chip area as 0.003176 mm². For this design, Yosys synthesis ends with a cell count of 240.

Flow run
The number of maximum-capacitance constraint violations is 0. The OpenROAD warning count is 25.

Clocking
The cts-stage hold buffer count is 0. For the worst-skew pair, the clock arrives at the later sink with an insertion delay of 0.35 ns. On the worst setup and hold paths after CTS, the clock-pin slew comes to 0.08 ns. Post-CTS timing repair inserted 0 buffers for setup. The total number of clock tree sinks is 64. The clock tree root buffer cell is sky130_fd_sc_hd__clkbuf_8. The maximum clock insertion buffer count is 2. The deepest level of the CTS H-tree is 3. After clock tree synthesis, the repair step resized 0 gates. The CTS tree is done. The TritonCTS buffer count is 9.

Critical path
For reference, the most critical setup path is categorized as primary input to register. The data arrival time of the critical path is 4.69 ns. The launch instance of the worst register-to-register path is largeSAD_reg[21]. For reference, the critical path is launched at sad[19].

The largest fanout of any net on the critical path is 20. STA classifies the critical path endpoint as a register. The startpoint type of the worst setup path is a primary input.

STA puts the critical path data required time at 10.62 ns.

Global route
The number of antenna violations at the first check in global routing is 0. The number of global-route vias before repair came to 2205. Entering global routing, the biggest net connects 21 pins. The total global routing overflow is 0. Global routing consumed, over all layers together, 13.14% of the routing resources. The first global-routing pass estimated 10710 µm of wire.

Pwr
Total power normalized to cell area comes to 169.9 mW/mm². The power report puts the leakage power at 0.001938 µW. The final power report lists total power as 777.3 µW. The peak supply drop is 72.67 µV.

Finish
The multi-input combinational cells in the finished layout cover a total of 0.001092 mm². The finished layout holds 490 standard cells, fillers aside. The filler cell count is 967.

The ratio of cells with drive above 1 in the final layout is 6.780%. The area used by sequential logic in the layout is 0.001922 mm². The post-synthesis to final-layout area growth is 44.05%.

Timing
The total setup violations reported at the end of the flow is 0. The worst-case setup margin in the final layout is 5.933 ns. For the final routed database, the setup TNS stands at 0 ns.

The number of pins exceeding their max-slew limit in the final report is 0. For the pin with the worst max-slew slack, the measured transition is 0.6318 ns. The maximum frequency from static timing analysis is 214.2 MHz. The worst-case headroom to the max-slew limit is 57.88%. The clock period minus worst slack is 4.667 ns.

The largest clock skew in the final design is 0.01723 ns. The number of hold violations in the final report is 0. After layout, the worst path uses 44.03% of the clock period. Setup repair after global routing left no endpoint under its margin. On the final layout, the worst hold slack is 1.172 ns.

Worst hold path
The class of the most critical hold timing path is register to register. STA lists the startpoint of the worst hold path as smallSAD_reg[23].

Run status
The flow ran to the end, and the final reports show no timing, DRC or antenna violations.
## final cells by class
type,count,area share (%)
clock inverter,7,2.243
timing repair buffer,98,21.33
multi-input combinational,126,23.88
tap,136,3.720
sequential,64,42.01
clock buffer,9,2.708
inverter,50,4.103
## worst max-delay path, stage by stage
cell and delay [ns]:
sky130_fd_sc_hd__clkdlybuf4s50_1 0.48, sky130_fd_sc_hd__ha_1 0.36, sky130_fd_sc_hd__nand4_1 0.15, sky130_fd_sc_hd__nor4_1 0.57
sky130_fd_sc_hd__a21oi_1 0.20, sky130_fd_sc_hd__a21oi_4 0.41, sky130_fd_sc_hd__buf_4 0.38
## report_power, final
group	internal, µW	switching (µW)	leakage (µW)
combinational	109	82.3	0.00120
sequential	333	18.1	0.000627
clock	135	101	0.000110
total	576	201	0.00194
## layer usage
metal  vias up  track usage [%]
li1       1087                -
met1       978            20.28
met2        76            18.92
met3         9            5.083
met4         0            2.012
met5         -                0
## placed cells by master (no fill, tap or decap), types with 5 or more instances in the layout
master | synthesis | final
sky130_fd_sc_hd__edfxtp_1 | 64 | 64
sky130_fd_sc_hd__ha_1 | 49 | 49
sky130_fd_sc_hd__clkbuf_8 | 0 | 9
sky130_fd_sc_hd__a21oi_1 | 21 | 20
sky130_fd_sc_hd__a21o_1 | 5 | 5
sky130_fd_sc_hd__clkdlybuf4s50_1 | 0 | 96
sky130_fd_sc_hd__inv_1 | 50 | 50
sky130_fd_sc_hd__nand2_1 | 8 | 8
sky130_fd_sc_hd__o21ai_0 | 5 | 5
sky130_fd_sc_hd__nand4_1 | 9 | 9
## metrics by stage
stage | util (%) | instance area (µm²)
after floorplan | - | 3176
after global placement | 42.31 | 4348
after detailed placement | 42.31 | 4348
after CTS | 44.51 | 4574
after global routing | 44.51 | 4574
final | 44.51 | 4574
## cell families after synthesis
| logic type | synth area share, % |
|---|---|
| compound gates | 7.998 |
| xor+xnor | 1.103 |
| flops | 60.52 |
| fa+ha+maj | 19.31 |
| simple gates | 5.161 |
| buf+inv | 5.910 |
## path summary, 6_finish.rpt
| kind | end | slack, ns | depth (start not counted) |
|---|---|---|---|
| setup / recovery | largeSAD_reg[9] | 5.93 | 7 |
| hold / removal | smallSADIndexB_reg[0] | 1.17 | 5 |
| setup reg to reg | largeSAD_reg[9] | 7.81 | 7 |
| hold reg to reg | smallSADIndexB_reg[0] | 1.17 | 5 |
Power figures rest on the tool's default switching activity, not on a simulated workload.
